===== /design/flow/design.v =====
module rca_8bit(input wire [7:0] a,b, input wire cin, output reg [7:0] sum, output reg cout);
  reg [8:0] c;
  wire [7:0] p;
  wire block_prop;
  assign p=a^b;
  assign block_prop=p[0]&p[1]&p[2]&p[3]&p[4]&p[5]&p[6]&p[7];
  integer i;
  always @(*) begin
    c[0]=cin;
    for(i=0; i<8; i=i+1) begin
      {c[i+1],sum[i]}=a[i]+b[i]+c[i];
    end
    if(block_prop==1)
      cout=cin;
    else
      cout=c[8];
  end
endmodule
module csa_32bit(input [31:0] a,b, input cin, output [31:0] sum, output cout);
  wire [4:0] c;
  assign c[0]=cin;
  rca_8bit add1(.a(a[7:0]),.b(b[7:0]),.cin(c[0]),.sum(sum[7:0]),.cout(c[1]));
  rca_8bit add2(.a(a[15:8]),.b(b[15:8]),.cin(c[1]),.sum(sum[15:8]),.cout(c[2]));
  rca_8bit add3(.a(a[23:16]),.b(b[23:16]),.cin(c[2]),.sum(sum[23:16]),.cout(c[3]));
  rca_8bit add4(.a(a[31:24]),.b(b[31:24]),.cin(c[3]),.sum(sum[31:24]),.cout(c[4]));
  assign cout=c[4];
endmodule

===== /design/flow/run.sh =====
#!/bin/bash
# OpenROAD 26Q1-2900-gdf79404cd8, Yosys 0.63+post, stock flow scripts
make -C /OpenROAD-flow-scripts/flow DESIGN_CONFIG=/design/flow/config.mk WORK_HOME=/design/flow/orfs finish

===== /design/flow/config.mk =====
export PLATFORM = sky130hd
export DESIGN_NAME = csa_32bit
export DESIGN_NICKNAME = csa_32bit
export VERILOG_FILES = /design/flow/design.v
export SDC_FILE = /design/flow/constraint.sdc
export NUM_CORES = 4
export LEC_CHECK = 1
export CORE_AREA = 10 10 83 83
export DIE_AREA = 0 0 93 93

===== /design/flow/constraint.sdc =====
current_design csa_32bit

set clk_period 41.7
set clk_io_pct 0.2

create_clock -name clk0 -period $clk_period

set non_clock_inputs [all_inputs -no_clocks]
set_input_delay [expr $clk_period * $clk_io_pct] -clock clk0 $non_clock_inputs
set_output_delay [expr $clk_period * $clk_io_pct] -clock clk0 [all_outputs]

==> job_summary.md <==
## Implementation flow summary

| Metric | Value |
|---|---|
| Avg Vias per Cell | 4.00 |
| Yosys Warn Count | 1 |
| Registers | 0 |
| Status | finished clean |
| Syn-to-layout area delta | 96.6% |
| Core Area | 5140 sq um |
| # hold bufs at CTS | 0 |
| Share of cells above drive strength 1 | 0.0208 |
| Port Buf Inserts | 98 |
| Initial antenna violation count | 0 |
| Final instance area | 2170 sq um |
| Final tally of setup violations | 0 |
| GR Util All Layers | 0.0840 |
| Comb power frac | 1.000 |
| Dpl cell area | 2170 sq um |
| Rel. slew slack | 0.816 |
| Die Width | 93 um |
| Worst path most repeated cell | fa_1 |
| Setup bufs post-CTS | 0 |
| Worst Setup End Kind | output pin |
| Gr ovfl total | 0 |
| # Cells Yosys | 94 |
| Distinct cells, synth | 18 |
| Post-Syn Instances | 94 |
| Count leader, synth | fa_1 |
| FMAX | 0.0321 GHz |
| Largest net degree at the start of global routing | 3 |
| Worst Setup Start Kind | input port |
| Yosys stat area | 1110 sq um |
| DRC viols | 0 |
| Sequential Power Share | 0 |
| Top area cell types | fa_1 58%, xor2_1 19%, xnor2_1 6.3% |
| Detail Route Antenna Nets | 0 |
| Gp weighted congestion | 0.801 |
| DP Wirelength | 3.56 mm |
| Max rail drop VDD | 0.00502 mV |
| Setup TNS | 0 ns |
| RSZ-0062 raised after global routing | no |
| MaxCap Viol Count | 0 |
| Avg Inst Size Synth | 11.8 sq um |
| Cts repair resizes | 0 |
| P per Cell Area | 13.8 nW/um^2 |
| Row count | 26 |
| Internal Power | 0.0209 mW |
| CP Max Fanout | 2 |
| Tool warning count | 32 |
| Clock Buffer Count | 0 |
| Fin util | 0.423 |
| Io pins | 98 |
| Static Leak | 0.818 nW |
| Number of global-route vias before repair | 1208 |
| Setup WS pre-CTS | 10.44 ns |
| Routed WL | 3.66 mm |
| Hold Path Class | in2out |
| Slew Viols, Final | 0 |
| Die Ht | 93 um |
| Top cell area share | 0.579 |
| Worst slew pin tran | 0.273 ns |
| Switching Fraction | 0.306 |
| DR iter-0 viols | 11 |
| Psw | 0.00921 mW |
| Final Critical Period | 31.13 ns |
| Worst Path Required | 33.36 ns |
| Vias post-DR | 1048 |
| Number of antenna diodes | 0 |
| First-pass GRT wire length | 5.80 mm |
| First-pass DRT Iterations | 2 |
| WP buf/inv | 6 |
| Seq share, synth | 0 |
| Yosys top cell by area | fa_1 |
| Cycle use final | 0.747 |
| Mapped Area | 1110 sq um |
| Hold Fails Final Rpt | 0 |
| WP data arrival | 22.79 ns |
| Most frequent cells after synthesis | 32 x fa_1, 24 x xor2_1, 9 x inv_1 |
| Flop area | 0 sq um |
| Fill cells | 543 |
| Final WS setup | 10.57 ns |
| FP Core Util | 0.215 |
| Slowest-stage cell, CP | clkdlybuf4s50_1 |
| CP delay by family, top | adder cells |
| Avg WL per Cell | 14.0 um |
| CP peak stage delay | 0.45 ns |
| Setup CP Type | in2out |
| Clock power share | 0 |
| Die area | 8650 sq um |
-- final timing paths --
kind	start	to	cells past startpoint
setup / recovery	a[0]	sum[31]	44
hold / removal	cin	sum[0]	5
-- metal layers --
metal  global-route usage  wire length (um)  up-vias
met3               0.0396               465        0
met2                0.130              1590       64
met1                0.113              1610      484
met5                    0                 0        -
li1                     -                 -      500
met4                    0                 0        0
-- power groups by stage --
| stage | sequential [mW] | combinational [mW] | clock [mW] |
|---|---|---|---|
| 4_1_cts | 0 | 0.0312 | 0 |
| 5_1_grt | 0 | 0.0340 | 0 |
| 6_report | 0 | 0.0301 | 0 |
-- metrics by stage --
stage	total power, mW	hold slack (ns)	cells
floorplan	0.00594	16.79	94
global placement	0.0310	17.78	262
detailed placement	0.0309	17.77	262
CTS	0.0312	17.78	262
global route	0.0340	17.82	262
finish	0.0301	17.76	262
-- kinds of logic after synthesis --
logic type	after synthesis	share of synthesized area
adder cells (fa/ha/maj)	32	0.579
AND/OR/NAND/NOR	15	0.0916
buffers and inverters	9	0.0305
AND-OR/OR-AND	6	0.0453
XOR/XNOR	32	0.253
-- placed cells by master, fill, tap and decap left out, drive strengths merged --
cell type      Yosys  layout
inv                9       9
xnor2              8       8
nor2               2       2
a21boi             1       1
o21a               1       1
xor2              24      24
or2                2       2
nor2b              1       1
clkdlybuf4s50      0      98
nor4               2       2
o21bai             1       1
and3               1       1
a31oi              1       1
nand4              6       6
o311ai             1       1
o21ai              1       1
fa                32      32
nand2              1       1
-- final cells by class --
cell class	count	area, sq um	share of cell area
tap	70	87.6	0.0403
inverter	9	33.8	0.0155
timing repair buffer	98	981	0.451
multi-input combinational	85	1070	0.493
Power and IR drop assume default switching activity.
