## flow/run.sh

```bash
#!/bin/bash
# OpenROAD 26Q1-2900-gdf79404cd8, Yosys 0.63+post, stock flow scripts
make -C /OpenROAD-flow-scripts/flow DESIGN_CONFIG=/design/flow/config.mk WORK_HOME=/design/flow/orfs finish
```

## flow/config.mk

```make
export PLATFORM = sky130hd
export DESIGN_NAME = multiplier_8bit
export DESIGN_NICKNAME = multiplier_8bit
export VERILOG_FILES = /design/flow/design.v
export SDC_FILE = /design/flow/constraint.sdc
export NUM_CORES = 4
export LEC_CHECK = 1
export CORE_AREA = 10 10 112 112
export DIE_AREA = 0 0 122 122
```

## flow/constraint.sdc

```tcl
current_design multiplier_8bit

set clk_period 16.1
set clk_io_pct 0.2

create_clock -name clk0 -period $clk_period

set non_clock_inputs [all_inputs -no_clocks]
set_input_delay [expr $clk_period * $clk_io_pct] -clock clk0 $non_clock_inputs
set_output_delay [expr $clk_period * $clk_io_pct] -clock clk0 [all_outputs]
```

## flow/design.v

```verilog
module ha(input a,b, output sum,cout);
  assign {cout,sum}=a+b;
endmodule
module fa(input a,b,cin, output sum,cout);
  assign {cout,sum}=a+b+cin;
endmodule
module multiplier_8bit(input [7:0] a,b, output [15:0] o);
  wire [55:0] c;
  wire [41:0] s;
  assign o[0]=a[0]&b[0];
  ha ha1(.a(a[1]&b[0]),.b(a[0]&b[1]),.sum(o[1]),.cout(c[0]));
  ha ha2(.a(a[2]&b[0]),.b(a[1]&b[1]),.sum(s[0]),.cout(c[1]));
  ha ha3(.a(a[3]&b[0]),.b(a[2]&b[1]),.sum(s[1]),.cout(c[2]));
  ha ha4(.a(a[4]&b[0]),.b(a[3]&b[1]),.sum(s[2]),.cout(c[3]));
  ha ha5(.a(a[5]&b[0]),.b(a[4]&b[1]),.sum(s[3]),.cout(c[4]));
  ha ha6(.a(a[6]&b[0]),.b(a[5]&b[1]),.sum(s[4]),.cout(c[5]));
  ha ha7(.a(a[7]&b[0]),.b(a[6]&b[1]),.sum(s[5]),.cout(c[6]));
  fa fa1(.a(a[0]&b[2]),.b(s[0]),.cin(c[0]),.sum(o[2]),.cout(c[7]));
  fa fa2(.a(a[1]&b[2]),.b(s[1]),.cin(c[1]),.sum(s[6]),.cout(c[8]));
  fa fa3(.a(a[2]&b[2]),.b(s[2]),.cin(c[2]),.sum(s[7]),.cout(c[9]));
  fa fa4(.a(a[3]&b[2]),.b(s[3]),.cin(c[3]),.sum(s[8]),.cout(c[10]));
  fa fa5(.a(a[4]&b[2]),.b(s[4]),.cin(c[4]),.sum(s[9]),.cout(c[11]));
  fa fa6(.a(a[5]&b[2]),.b(s[5]),.cin(c[5]),.sum(s[10]),.cout(c[12]));
  fa fa7(.a(a[6]&b[2]),.b(a[7]&b[1]),.cin(c[6]),.sum(s[11]),.cout(c[13]));
  fa fa8(.a(a[0]&b[3]),.b(s[6]),.cin(c[7]),.sum(o[3]),.cout(c[14]));
  fa fa9(.a(a[1]&b[3]),.b(s[7]),.cin(c[8]),.sum(s[12]),.cout(c[15]));
  fa fa10(.a(a[2]&b[3]),.b(s[8]),.cin(c[9]),.sum(s[13]),.cout(c[16]));
  fa fa11(.a(a[3]&b[3]),.b(s[9]),.cin(c[10]),.sum(s[14]),.cout(c[17]));
  fa fa12(.a(a[4]&b[3]),.b(s[10]),.cin(c[11]),.sum(s[15]),.cout(c[18]));
  fa fa13(.a(a[5]&b[3]),.b(s[11]),.cin(c[12]),.sum(s[16]),.cout(c[19]));
  fa fa14(.a(a[6]&b[3]),.b(a[7]&b[2]),.cin(c[13]),.sum(s[17]),.cout(c[20]));
  fa fa15(.a(a[0]&b[4]),.b(s[12]),.cin(c[14]),.sum(o[4]),.cout(c[21]));
  fa fa16(.a(a[1]&b[4]),.b(s[13]),.cin(c[15]),.sum(s[18]),.cout(c[22]));
  fa fa17(.a(a[2]&b[4]),.b(s[14]),.cin(c[16]),.sum(s[19]),.cout(c[23]));
  fa fa18(.a(a[3]&b[4]),.b(s[15]),.cin(c[17]),.sum(s[20]),.cout(c[24]));
  fa fa19(.a(a[4]&b[4]),.b(s[16]),.cin(c[18]),.sum(s[21]),.cout(c[25]));
  fa fa20(.a(a[5]&b[4]),.b(s[17]),.cin(c[19]),.sum(s[22]),.cout(c[26]));
  fa fa21(.a(a[6]&b[4]),.b(a[7]&b[3]),.cin(c[20]),.sum(s[23]),.cout(c[27]));
  fa fa22(.a(a[0]&b[5]),.b(s[18]),.cin(c[21]),.sum(o[5]),.cout(c[28]));
  fa fa23(.a(a[1]&b[5]),.b(s[19]),.cin(c[22]),.sum(s[24]),.cout(c[29]));
  fa fa24(.a(a[2]&b[5]),.b(s[20]),.cin(c[23]),.sum(s[25]),.cout(c[30]));
  fa fa25(.a(a[3]&b[5]),.b(s[21]),.cin(c[24]),.sum(s[26]),.cout(c[31]));
  fa fa26(.a(a[4]&b[5]),.b(s[22]),.cin(c[25]),.sum(s[27]),.cout(c[32]));
  fa fa27(.a(a[5]&b[5]),.b(s[23]),.cin(c[26]),.sum(s[28]),.cout(c[33]));
  fa fa28(.a(a[6]&b[5]),.b(a[7]&b[4]),.cin(c[27]),.sum(s[29]),.cout(c[34]));
  fa fa29(.a(a[0]&b[6]),.b(s[24]),.cin(c[28]),.sum(o[6]),.cout(c[35]));
  fa fa30(.a(a[1]&b[6]),.b(s[25]),.cin(c[29]),.sum(s[30]),.cout(c[36]));
  fa fa31(.a(a[2]&b[6]),.b(s[26]),.cin(c[30]),.sum(s[31]),.cout(c[37]));
  fa fa32(.a(a[3]&b[6]),.b(s[27]),.cin(c[31]),.sum(s[32]),.cout(c[38]));
  fa fa33(.a(a[4]&b[6]),.b(s[28]),.cin(c[32]),.sum(s[33]),.cout(c[39]));
  fa fa34(.a(a[5]&b[6]),.b(s[29]),.cin(c[33]),.sum(s[34]),.cout(c[40]));
  fa fa35(.a(a[6]&b[6]),.b(a[7]&b[5]),.cin(c[34]),.sum(s[35]),.cout(c[41]));
  fa fa36(.a(a[0]&b[7]),.b(s[30]),.cin(c[35]),.sum(o[7]),.cout(c[42]));
  fa fa37(.a(a[1]&b[7]),.b(s[31]),.cin(c[36]),.sum(s[36]),.cout(c[43]));
  fa fa38(.a(a[2]&b[7]),.b(s[32]),.cin(c[37]),.sum(s[37]),.cout(c[44]));
  fa fa39(.a(a[3]&b[7]),.b(s[33]),.cin(c[38]),.sum(s[38]),.cout(c[45]));
  fa fa40(.a(a[4]&b[7]),.b(s[34]),.cin(c[39]),.sum(s[39]),.cout(c[46]));
  fa fa41(.a(a[5]&b[7]),.b(s[35]),.cin(c[40]),.sum(s[40]),.cout(c[47]));
  fa fa42(.a(a[6]&b[7]),.b(a[7]&b[6]),.cin(c[41]),.sum(s[41]),.cout(c[48]));
  ha ha8(.a(c[42]),.b(s[36]),.sum(o[8]),.cout(c[49]));
  fa fa43(.a(c[49]),.b(s[37]),.cin(c[43]),.sum(o[9]),.cout(c[50]));
  fa fa44(.a(c[50]),.b(s[38]),.cin(c[44]),.sum(o[10]),.cout(c[51]));
  fa fa45(.a(c[51]),.b(s[39]),.cin(c[45]),.sum(o[11]),.cout(c[52]));
  fa fa46(.a(c[52]),.b(s[40]),.cin(c[46]),.sum(o[12]),.cout(c[53]));
  fa fa47(.a(c[53]),.b(s[41]),.cin(c[47]),.sum(o[13]),.cout(c[54]));
  fa fa48(.a(c[54]),.b(a[7]&b[7]),.cin(c[48]),.sum(o[14]),.cout(o[15]));
endmodule
```

==> Changelog: implementation <==
## Implementation

- Status: completed
- Final Max Tran Viols: 0
- YS chip area: 1670 um^2
- CP Data Required Time: 12.88 ns
- Top area cell types: fa_1 58%, and2_1 16%, inv_1 8.8%, buf_4 6.7%, ha_1 6.0%
- Total power: 195 uW
- Most frequent cell after synthesis: fa_1
- Relative slew slack: 0.782
- Placement Rows: 37
- Final ANT Viol Nets: 0
- Synth area leader: fa_1
- DRT Wirelength: 2980 um
- Leakage: 0.933 nW
- Max Clk Rate: 0.0733 GHz
- RSZ-0062 raised after global routing: no
- Syn avg cell area: 9.60 um^2
- Post-Synth AOI/OAI Area: 0
- Peak VDD IR: 0.0404 mV
- GRT Total Usage: 0.0456
- Setup violators final: 0
- Top logic family: adder cells
- Gpl congestion: 0.787
- CP max FO: 8
- Seq cells: 0
- Yosys cell count: 174
- Total congestion overflow: 0
- Largest net degree at the start of global routing: 9
- Worst Setup Start Kind: input port
- Post-DR wirelength/cell: 9.11 um
- Least-Margin Pin Slew: 0.326 ns
- Core Box Area: 10200 um^2
- DRC viols: 0
- Cts repair resizes: 0
- Yosys warns: 0
- Tmin final: 13.65 ns
- Yosys cell types: 6
- Class of the worst hold path: input port to output port
- Die area: 14900 um^2
- Seq. cell area: 0 um^2
- Kind of critical path: input port to output port
- And+or+nand+nor area frac: 0.210
- Syn Inst Count: 174
- Die Wd: 122 um
- Ant diodes: 0
- Crit. End Element: output port
- Cell Pwr Density: 95.2 nW/um^2
- Detailed-router iteration count before antenna repair: 4
- Log Warnings: 32
- Post-Syn Area: 1670 um^2
- Top-area cell share: 0.575
- Area Overhead vs Synth: 22.6%
- FA/HA/MAJ Cells, Area Fraction: 0.635
- DR vias: 1042
- Vias in the first global route: 1210
- Pre-Place Util: 0.163
- Register share after synthesis: 0
- Total of max-cap violations: 0
- Post-DR vias/cell: 3.19
- Mux frac, synth: 0
- Worst EP arrival: 10.43 ns
- First-pass GRT wire length: 5750 um
- Share of cells above drive strength 1: 0
- XORs/XNORs by Area: 0
- Final setup TNS: 0 ns
- PortBufs: 32
- Hold buffers post-CTS: 0
- IO Pins: 32
- Most frequent cells after synthesis: 48 x fa_1, 44 x and2_1, 39 x inv_1
- Fin. Hold Viols: 0
- DP HPWL: 2880 um
- Iter 0 DRT Violations: 12
- Clkbuf count: 0
- Die H: 122 um
- Post-CTS setup buffers: 0
- Period Utilization, post-route: 0.848
- Initial antenna violation count: 0
## worst max-delay path, cell delays in order
cell and delay, ns:
clkdlybuf4s50_1 0.55, and2_1 0.24, ha_1 0.27, inv_1 0.05, fa_1 0.47, inv_1 0.05, fa_1 0.38, fa_1 0.56
fa_1 0.42, fa_1 0.51, fa_1 0.41, ha_1 0.21, fa_1 0.42, fa_1 0.43, fa_1 0.43, fa_1 0.42
fa_1 0.42, fa_1 0.51, clkdlybuf4s50_1 0.47
## cell usage in the layout, fill, tap and decap left out
| cell type | Yosys | final |
|---|---|---|
| inv_1 | 39 | 39 |
| fa_1 | 48 | 48 |
| ha_1 | 8 | 8 |
| nand2_1 | 20 | 20 |
| and2_1 | 44 | 44 |
| clkdlybuf4s50_1 | 0 | 32 |
## per-layer routing
metal	GRT usage	up-vias	wire, um
met5	0	-	0
met4	0	0	0
met3	0.00845	0	187
met2	0.0707	26	1220
met1	0.0697	503	1570
li1	-	513	-
## layout make-up
cell class	count	area, um^2
Multi-Input combinational cell	120	1410
Inverter	39	146
Tap cell	136	170
Fill cell	1102	8180
Timing Repair Buffer	32	320
## per-stage QoR
step	worst slack [ns]	hold WS [ns]	util	std cells	area (um^2)
after detailed placement	2.41	7.60	0.200	327	2050
final	2.45	7.60	0.200	327	2050
after floorplan	3.57	6.51	-	174	1670
after CTS	2.40	7.60	0.200	327	2050
after global placement	2.39	7.60	0.200	327	2050
after global routing	2.09	7.64	0.200	327	2050
## path summary, 6_finish.rpt
kind,startpoint,to,slack [ns],cells after the start
min,a[0],o[0],7.60,3
max,b[0],o[14],2.45,19
## where the power goes
group          internal [mW]  leakage (nW)  total [mW]  switching, mW
Combinational          0.123         0.933       0.195         0.0722
Sequential                 0             0           0              0
Clock                      0             0           0              0
Total                  0.123         0.933       0.195         0.0722
## cell families after synthesis
family | Yosys count
AND/OR/NAND/NOR | 64
adder cells (fa/ha/maj) | 56
buffers and inverters | 54
No activity file was given, so power comes from the tool's default toggle rates.
