===== config.mk =====
export PLATFORM = sky130hd
export DESIGN_NAME = booth_8bit
export DESIGN_NICKNAME = booth_8bit
export VERILOG_FILES = /design/flow/design.v
export SDC_FILE = /design/flow/constraint.sdc
export NUM_CORES = 4
export LEC_CHECK = 1
export CORE_UTILIZATION = 50

===== constraint.sdc =====
current_design booth_8bit

set clk_period 27.7
set clk_io_pct 0.2

create_clock -name clk0 -period $clk_period

set non_clock_inputs [all_inputs -no_clocks]
set_input_delay [expr $clk_period * $clk_io_pct] -clock clk0 $non_clock_inputs
set_output_delay [expr $clk_period * $clk_io_pct] -clock clk0 [all_outputs]

===== design.v =====
`timescale 1ns / 1ps
module booth_8bit(
    input wire signed [7:0] in_a, in_b,
    output reg signed [15:0] o_prod
);
    reg signed [16:0] prod;
    reg q_;
    integer i;
    always @(*) begin
        q_ = 1'b0;                    
        prod = {8'b0, in_b, q_};     
        for (i = 0; i < 8; i = i + 1) begin
            case (prod[1:0])
                2'b01: prod[16:9] = prod[16:9] + in_a;  
                2'b10: prod[16:9] = prod[16:9] - in_a;  
                default: ;                               
            endcase
            prod = $signed(prod) >>> 1;                  
        end
        o_prod = prod[16:1];                              
    end
endmodule

===== run.sh =====
#!/bin/bash
# OpenROAD 26Q1-2900-gdf79404cd8, Yosys 0.63+post, stock flow scripts
make -C /OpenROAD-flow-scripts/flow DESIGN_CONFIG=/design/flow/config.mk WORK_HOME=/design/flow/orfs finish

==> out/metrics.cfg <==
[flow_run]
warning_count=32
maxCapViolations=0

[floorplanning]
initCoreUtil=0.515
core_sq_mm=0.00924
fp.dieW_um=99.6
die_h_um=99.6
row_count=35
die_area_sq_mm=0.00991
pin_count=32

[routing]
drc_errors=0
viasPerCell=5.77
drtPass1Iterations=4
wire_per_inst_um=15.2
wl_mm=12.0
n_antenna_cell=0
drtIter0Drc=97
num_vias=4558
ant_nets=0

[final_layout]
clkbuf_count=0
finalCoreUtilization=0.554
sequential_cell_total=0
final_cells=790
layout_top_cells=nor2_1 (73), xnor2_1 (56), ha_1 (52)
lay_top_count=nor2_1
drive_gt1_frac=0.0908
areaGrowthSynthToFinish_pct=7.52
regArea_sq_um=0

[placement]
port_buffers=32
place.gp.congestion=0.863
placed_cells=790
preCtsSetupSlack_ps=4620
hpwlAfterDp_mm=10.1

[timing]
tightest_slew_ps=760
hold_viol_final=0
max_freq_ghz=0.0433
tns_ps=0
slew_headroom=0.489
finalWorstSetupSlack_ps=4610
slew_viol_final=0
setup_viol=0
rsz0062_at_grt=no
holdWs_ps=12350
fin_crit_ps=23090
post-route-period-util=0.834

[outcome]
status=finished clean

[synthesis]
ys_sh_mux=0.0828
synth_cell_type_count=95
syn_inst=658
ys_chip_area_sq_mm=0.00476
adder_share=0.166
ys_top_logic_family=AND-OR/OR-AND gates
synthXorXnorAreaFrac=0.150
synth-warning-count=1
syn_area_per_cell_sq_um=7.23
yosys.area_share.simple=0.266
ys_cells=658
yosys.area_share.aoi=0.269
yosysSeqAreaShare=0
mappedNetlistArea_sq_mm=0.00476

[critical_path]
slowest_delay_ps=620
crit_arrival_ps=17550
critPathMostFrequentCell=ha_1
cp_slowest_cell=clkdlybuf4s50_1
path_max_fanout=12
path_class=input port to output pin
crit_required_ps=22160
cp-end-kind=output pin
cp-start-kind=input port

[global_routing]
grt-ovfl-total=0
grt_pass1_wl_mm=20.4
grt_pass1_vias=4305
gr-usage-all-layers=0.258
antenna_found_initial=0
grt_max_degree=24

[hold_path]
holdCritPathClass=input port to output pin

[power_and_ir_drop]
powerDensity_mw_per_mm2=121
ir_worst_vdd_uv=120
power_leakage_uw=0.00214

[clock_tree]
ctsResizeCount=0
postCtsHoldBufs=0
cts_setup_buffers=0

[layer usage]
metal,global-route usage,part of all wire
met1,0.360,0.49
met2,0.470,0.49
met3,0.00429,0.015
met4,0.0113,0.0039
met5,0,0
[critical path: cells and delay by family]
kind | cells | cell delay (ps)
compound gates | 14 | 2290
xor+xnor | 3 | 540
simple gates | 19 | 4200
mux | 3 | 610
fa+ha+maj | 8 | 2770
buf+inv | 6 | 1600
[power by group]
| group | internal (uW) | switching [uW] |
|---|---|---|
| logic | 325 | 295 |
| registers | 0 | 0 |
| clock network | 0 | 0 |
[cell usage after synthesis, types with 8 or more instances]
library cell / instances / area share
mux2i_1: 23 / 0.048
ha_1: 52 / 0.14
and2_1: 9 / 0.012
and3_1: 8 / 0.011
nor2_1: 73 / 0.058
xnor2_1: 56 / 0.10
nand2b_1: 10 / 0.013
inv_1: 42 / 0.033
a21oi_1: 40 / 0.042
nor2b_1: 14 / 0.018
nor3_1: 21 / 0.022
xor2_1: 16 / 0.029
o21ai_0: 35 / 0.037
mux2_2: 10 / 0.024
o31ai_1: 8 / 0.013
clkbuf_1: 17 / 0.013
a21o_1: 16 / 0.025
nand2_1: 35 / 0.028
nand3_1: 13 / 0.014
[metrics by stage]
stage | cell area [sq um] | power (uW)
3_5_place_dp | 5120 | 621
6_report | 5120 | 620
3_3_place_gp | 5120 | 615
4_1_cts | 5120 | 626
2_1_floorplan | 4760 | 454
5_1_grt | 5120 | 700
[final timing paths]
check	startpoint	end	slack (ps)	cells after the start
hold / removal	in_b[0]	o_prod[1]	12350	4
setup / recovery	in_a[0]	o_prod[14]	4610	53
[cell type report]
class / instances / area (sq um)
fill: 898 / 4120
inverter: 45 / 170
multi-input combinational: 581 / 4440
tap: 129 / 161
timing repair buffer: 35 / 343
[cells by family after synthesis]
logic type | after synthesis
AND/OR/NAND/NOR | 234
XOR/XNOR | 77
buffers and inverters | 77
adder cells (fa/ha/maj) | 59
multiplexers | 37
AND-OR/OR-AND | 174
Power and IR drop assume default switching activity.
